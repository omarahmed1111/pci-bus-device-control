==> flow/design.v <==
module device(input [3:0]n,input force_req, input[31:0] AddressToContact,input[3:0] control,input[3:0]byte_en,output reg req,
					  input gnt,inout[31:0] address,input clk,inout[3:0] BeC,inout frame,inout devsel,inout irdy,inout trdy);
		reg [31:0]mem[0:9]; 		  
		reg device_add = 1;
		reg [31:0] msg=32'hAAAA_AAAA;
		reg[31:0] out_add;
		reg out_devsel,out_frame;
		reg[3:0] out_BeC;
		reg out_irdy,out_trdy;
		reg add_mode = 0,devsel_mode = 0 ,BeC_mode = 0 ,irdy_mode = 0,trdy_mode = 0,frame_mode= 0;
		assign address = add_mode ? out_add:32'bzzzz_zzzz_zzzz_zzzz_zzzz_zzzz_zzzz_zzzz;
		assign devsel = devsel_mode? out_devsel:1'bz;
		assign BeC = BeC_mode ? out_BeC:4'bzzzz;
		assign irdy = irdy_mode? out_irdy:1'bz;
		assign trdy = trdy_mode? out_trdy:1'bz;
		assign frame = frame_mode? out_frame :1'bz;
		reg [5:0] state=1;
		integer i;
		always @(posedge clk)
		begin
			case(state)
				1:begin
					i <=0;
					if(gnt)state <= 2;
					else if(address==device_add && BeC==1)state<=10;
					else if(address==device_add && BeC==2)state<=11;
					else if(!gnt && address!=device_add)state <= 1;
				end
				2:begin
					if(gnt && control==1)state<=3;
					else if(gnt && control==2)state <= 4;
					else if(!gnt)state <= 1;
				end
				3:begin
					if(gnt)state<=5;
					if(!gnt)state<=1;
				end
				4:begin
					if(i==(n))state<=16;
					else if(gnt && (!irdy && !trdy))begin i <= i + 1; state <= 4; end
					else if(gnt && (irdy || trdy))state<=4;
				end
				5:begin
					if(gnt)state<=7;
					if(!gnt)state <= 1;
				end
				7:begin
					if(gnt && (irdy ||trdy))state<=7;
					if(gnt && (!irdy && !trdy))begin i <= i + 1;state <= 7; end
					if(i == (n)) state <= 8;
				end
				8:begin
					if(frame)state <= 9;
				end
				9:begin
					state<=1;
				end
				10:begin
					if(!frame)state<=12;
				end
				11:begin
					if(!irdy && !frame)state<=14;
				end
				12:begin
					if(irdy || trdy)state<=12;
					if(!irdy && !trdy)begin state<=12; i <= i + 1; end
					if(frame || i==(n))state <= 13;
				end
				13:begin
					state <= 1;
				end
				14:begin
					if(irdy || trdy)state<=14;
					if(!irdy && !trdy)begin state<=14; i <= i + 1; end
					if(frame || i==(n))state <= 15;
				end
				15:begin
					state <= 1;
				end
				16:begin
					if(frame)state <= 17;
				end
				17:begin
					state <= 1;
				end
			endcase
		end
		always @(negedge clk)
		begin
			if(force_req)begin req <= 1; end
			case(state)
				1:begin
					add_mode <= 0; devsel_mode <=0; BeC_mode <=0; irdy_mode <=0; trdy_mode <= 0; frame_mode <= 0;
				end
				2:begin
					add_mode <= 1;out_add <= AddressToContact; BeC_mode <= 1; out_BeC <= control; frame_mode <= 1; out_frame <= 0;
					irdy_mode<=1; trdy_mode <= 0; devsel_mode <= 0;
				end
				3:begin
					BeC_mode <= 1; out_BeC <= byte_en; add_mode <= 0; out_irdy <= 0;
				end
				4:begin
					out_BeC <= byte_en; add_mode <= 1;  out_add <= msg; out_irdy <= 0;
				end
				5:begin
					out_BeC <= byte_en;
				end
				7:begin
					mem[i] <= address;
				end
				8:begin
					out_frame <= 1;
				end
				9:begin
					out_irdy <= 1; out_BeC <= 0; req <= 0;
				end
				10:begin
					irdy_mode <= 0; trdy_mode <= 1; devsel_mode <= 1; BeC_mode <= 0; add_mode <= 1; out_devsel <= 0; out_trdy <= 0;
				end
				11:begin
					irdy_mode <= 0; trdy_mode <= 1; devsel_mode <= 1; BeC_mode <= 0; add_mode <= 0;
				end
				12:begin
					out_devsel <= 0; out_trdy <= 0; out_add <= msg; devsel_mode<=1; trdy_mode <= 1;
				end
				13:begin
					out_trdy <= 1; out_devsel<=1; out_add<= 0;
				end
				14:begin
					out_devsel <= 0; out_trdy<= 0; 
					if(BeC[0])mem[i][7:0]<=address[7:0];
					if(BeC[1])mem[i][15:8]<=address[15:8];
					if(BeC[2])mem[i][23:16]<=address[23:16];
					if(BeC[3])mem[i][31:24]<=address[31:24];
				end
				15:begin
					out_trdy <= 1; out_devsel<=1; out_add<= 0;
				end
				16:begin
					out_frame <= 1;
				end
				17:begin
					out_BeC<=0; out_add<=0; out_irdy <= 0; req <=0;
				end
			endcase
		end
endmodule
==> flow/run.sh <==
#!/bin/bash
# OpenROAD 26Q1-2900-gdf79404cd8, Yosys 0.63+post, stock flow scripts
make -C /OpenROAD-flow-scripts/flow DESIGN_CONFIG=/design/flow/config.mk WORK_HOME=/design/flow/orfs finish
==> flow/constraint.sdc <==
current_design device

set clk_period 9.6
set clk_io_pct 0.2

create_clock -name clk0 -period $clk_period [get_ports {clk}]

set non_clock_inputs [all_inputs -no_clocks]
set_input_delay [expr $clk_period * $clk_io_pct] -clock clk0 $non_clock_inputs
set_output_delay [expr $clk_period * $clk_io_pct] -clock clk0 [all_outputs]
==> flow/config.mk <==
export PLATFORM = sky130hd
export DESIGN_NAME = device
export DESIGN_NICKNAME = device
export VERILOG_FILES = /design/flow/design.v
export SDC_FILE = /design/flow/constraint.sdc
export NUM_CORES = 4
export LEC_CHECK = 1
export CORE_UTILIZATION = 50
==> results.cfg <==
; generated from flow reports
[place]
hpwl_mm = 6.44
place.gp.congestion = 0.939
post-place-ws_ns = 1.98
io_buffers = 47

[yosys]
top_cells_by_area = edfxtp_1 (52%), xnor2_1 (5.8%), nor2_1 (3.9%), nor4_1 (3.0%), a21o_1 (2.7%)
async_flop_share_pct = 0
yosysWarnings = 7
yosysCellCount = 411
postSynthCellCount = 411
synth.most_common_cell = edfxtp_1
largest_area_cell = edfxtp_1
ff_type = edfxtp_1
ys_ff = 77
synth_cell_types = 60
top_area_share_pct = 51.9
yosys_area_sq_um = 4400
ys_top_cells_by_count = edfxtp_1 (76), nor2_1 (46), xnor2_1 (29)
syn_area_sq_um = 4400
synth_seq_share_pct = 52.4
synth-edff-count = 76
syn_area_per_cell_sq_um = 10.7

[floorplan]
num_rows = 33
die-height_microns = 95.8
die_w_microns = 95.8
io-pin-count = 88
fp-utilization_pct = 52.5

[clock_network]
cts_buffers = 9
clk_path_buf_depth = 2
clock_sink_count = 77
htree_levels = 3
cts_root_buf = clkbuf_8
cts_setup_buffers = 0
cts_hold_buf = 0
cts_resized = 0

[status]
firstError = [error] [KeplerFormal.cpp:679] Workflow failed: Iso has multiple drivers: .irdy0, irdy$_DFFE_NP_.Q0
failed_stage = 4_1_cts
status = did not finish
cells by family after synthesis:
kind of cell,share of synthesized area [%]
buf+inv,3.47
simple gates,25.4
compound gates,10.8
flops,52.4
xor+xnor,7.17
fa+ha+maj,0.285
mux,0.455
metrics by stage:
step / area (sq um) / utilization (%) / power, mW / cells
3_3_place_gp: 4980 / 59.5 / 1.29 / 548
2_1_floorplan: 4400 / - / 1.12 / 411
3_5_place_dp: 4980 / 59.5 / 1.30 / 548
Power and IR drop assume default switching activity.
